===== /design/flow/design.v =====
module BIST #(
  parameter int size = 6,
  parameter int length = 8
) (
  input logic start, rst, clk, rwbarin,
  input logic [size-1:0] address,
  input logic [length-1:0] datain,
  output logic [length-1:0] dataout,
  output logic fail,
  output logic bist_done,
  output logic bist_result
);
  logic cout, ld, NbarT, rwbar, gt, eq, lt;
  logic [11:0] q;
  logic [3:0] data_t;
  logic [length-1:0] ramin, ramout;
  logic [size-1:0] ramaddr;
  logic zero = 12'b0;
  bist_counter CNT (
    .d_in(zero),
    .clk(clk),
    .ld(ld),
    .u_d(1'b1),
    .cen(1'b1),
    .q(q),
    .cout(cout)
  );
  bist_decoder DEC (
    .q(q[11:9]),
    .data_t(data_t)
  );
  bist_multiplexer #(
    .ADDR_WIDTH(size),
    .DATA_WIDTH(length)
  ) MUX (
    .normal_addr(address),
    .normal_data(datain),
    .bist_addr(q[7:0]),
    .bist_data(data_t),
    .NbarT(NbarT),
    .mem_addr(ramaddr),
    .mem_data(ramin)
  );
  bist_controller CNTRL (
    .clk(clk),
    .reset(rst),
    .start(start),
    .address(q[7:0]),
    .write_en(~rwbar),
    .data_in(data_t),
    .data_out(ramout),
    .bist_done(bist_done),
    .bist_result(bist_result)
  );
  assign rwbar = (~NbarT) ? rwbarin : q[8];
  bist_sram MEM (
    .ramaddr(ramaddr),
    .ramin(ramin),
    .we(~rwbar),
    .clk(clk),
    .ramout(ramout)
  );
  bist_comparator CMP (
    .data_t(data_t),
    .ramout(ramout),
    .eq(eq),
    .gt(gt),
    .lt(lt)
  );
  always_ff @(posedge clk) begin
    if (NbarT && rwbar && ~eq) begin
      fail <= 1'b1;
    end else begin
      fail <= 1'b0;
    end
  end
  assign dataout = ramout;
endmodule
module bist_comparator (
    input logic [7:0] data_t,     
    input logic [7:0] ramout,     
    output logic gt,        
    output logic eq,        
    output logic lt         
);
always_comb begin
    if (data_t > ramout) begin
        gt = 1'b1;
        eq = 1'b0;
        lt = 1'b0;
    end else if (data_t == ramout) begin
        gt = 1'b0;
        eq = 1'b1;
        lt = 1'b0;
    end else if (data_t < ramout) begin
        gt = 1'b0;
        eq = 1'b0;
        lt = 1'b1;
    end else begin
        gt = 1'b0;
        eq = 1'b0;
        lt = 1'b0;
    end
end
endmodule
module bist_controller (
  input clk,
  input reset,
  input start,
  output reg [7:0] address,
  output reg write_en,
  output reg [3:0] data_in,
  input [3:0] data_out,
  output reg bist_done,
  output reg bist_result
);
  reg [3:0] state;
  reg [2:0] pattern;
  reg [7:0] count;
  reg direction;
  localparam IDLE = 4'b0000, WRITE = 4'b0001, READ = 4'b0010, INVERT = 4'b0011, DONE = 4'b0100;
  localparam BLANKET_0 = 3'b000, BLANKET_1 = 3'b001, CHECKERBOARD = 3'b010, CHECKERBOARD_INV = 3'b011, MARCH_C = 3'b100, MARCH_A = 3'b101;
  always @(posedge clk) begin
    if (reset) begin
      state <= IDLE;
      pattern <= BLANKET_0;
      count <= 0;
      address <= 0;
      write_en <= 0;
      data_in <= 0;
      bist_done <= 0;
      bist_result <= 1;
      direction <= 1;
    end else begin
      case (state)
        IDLE: begin
          if (start) begin
            state <= WRITE;
            count <= 0;
            address <= 0;
            write_en <= 1;
            case (pattern)
              BLANKET_0: data_in <= 4'h0;
              BLANKET_1: data_in <= 4'hF;
              CHECKERBOARD: data_in <= (count[0]) ? 4'h5 : 4'hA;
              CHECKERBOARD_INV: data_in <= (count[0]) ? 4'hA : 4'h5;
              MARCH_C, MARCH_A: data_in <= 4'h0;
            endcase
          end
        end
        WRITE: begin
          if (count == 255) begin
            state <= READ;
            count <= 0;
            address <= 0;
            write_en <= 0;
          end else begin
            count <= count + 1;
            address <= direction ? count + 1 : 255 - count;
            case (pattern)
              CHECKERBOARD: data_in <= (count[0]) ? 4'h5 : 4'hA;
              CHECKERBOARD_INV: data_in <= (count[0]) ? 4'hA : 4'h5;
            endcase
          end
        end
        READ: begin
          if (count == 255) begin
            case (pattern)
              BLANKET_0: pattern <= BLANKET_1;
              BLANKET_1: pattern <= CHECKERBOARD;
              CHECKERBOARD: pattern <= CHECKERBOARD_INV;
              CHECKERBOARD_INV: pattern <= MARCH_C;
              MARCH_C: begin
                if (direction) begin
                  direction <= 0;
                  state <= WRITE;
                  count <= 0;
                  address <= 255;
                  write_en <= 1;
                  data_in <= 4'h0;
                end else begin
                  pattern <= MARCH_A;
                  state <= WRITE;
                  count <= 0;
                  address <= 0;
                  write_en <= 1;
                  data_in <= 4'h0;
                end
              end
              MARCH_A: begin
                if (direction) begin
                  direction <= 0;
                  state <= WRITE;
                  count <= 0;
                  address <= 255;
                  write_en <= 1;
                  data_in <= 4'hF;
                end else begin
                  state <= DONE;
                  bist_done <= 1;
                end
              end
            endcase
            if (state != DONE && pattern != MARCH_C && pattern != MARCH_A) begin
              state <= WRITE;
              count <= 0;
              address <= 0;
              write_en <= 1;
              case (pattern)
                BLANKET_1: data_in <= 4'hF;
                CHECKERBOARD: data_in <= (count[0]) ? 4'h5 : 4'hA;
                CHECKERBOARD_INV: data_in <= (count[0]) ? 4'hA : 4'h5;
              endcase
            end
          end else begin
            if (data_out != data_in) begin
              bist_result <= 0;
            end
            case (pattern)
              MARCH_C: begin
                case (count)
                  0: begin
                    data_in <= 4'hF;
                    write_en <= 1;
                  end
                  1: begin
                    if (data_out != 4'hF) bist_result <= 0;
                    data_in <= 4'h0;
                    write_en <= 1;
                  end
                  2: begin
                    if (data_out != 4'h0) bist_result <= 0;
                    write_en <= 0;
                  end
                endcase
              end
              MARCH_A: begin
                case (count)
                  0: begin
                    if (data_out != 4'h0) bist_result <= 0;
                    data_in <= 4'hF;
                    write_en <= 1;
                  end
                  1: begin
                    if (data_out != 4'hF) bist_result <= 0;
                    write_en <= 0;
                  end
                endcase
              end
            endcase
            count <= count + 1;
            address <= direction ? count + 1 : 255 - count;
          end
        end
        DONE: begin
        end
      endcase
    end
  end
endmodule
module bist_counter
#(parameter int length = 10)
    (input logic [length-1:0] d_in,  
     input logic clk, ld, u_d, cen,  
     output logic [length-1:0] q,  
     output logic cout);  
    logic [length:0] cnt_reg;  
    always_ff @(posedge clk) begin  
        if (cen) begin  
            if (ld) begin  
                cnt_reg <= {1'b0, d_in};
            end
            else if (u_d) begin  
                cnt_reg <= cnt_reg + 1;
            end
            else begin  
                cnt_reg <= cnt_reg - 1;
            end
        end
    end
    assign q = cnt_reg[length-1:0];  
    assign cout = cnt_reg[length];  
endmodule
module bist_decoder (
        input logic [2:0] q,  
        output logic [7:0] data_t  
    );
    always_comb begin
        case(q)
            3'b000:
                data_t = 4'b10101010;
            3'b001:
                data_t = 4'b01010101;
            3'b010:
                data_t = 4'b11110000;
            3'b011:
                data_t = 4'b00001111;
            3'b100:
                data_t = 4'b00000000;  
            3'b101:
                data_t = 4'b11111111;  
            default:
                data_t = 4'bzzzzzzzz;
        endcase
    end
endmodule
module bist_multiplexer #(
    parameter int ADDR_WIDTH = 6,
    parameter int DATA_WIDTH = 8
) (
    input logic [ADDR_WIDTH-1:0] normal_addr,    
    input logic [DATA_WIDTH-1:0] normal_data,    
    input logic [ADDR_WIDTH-1:0] bist_addr,      
    input logic [DATA_WIDTH-1:0] bist_data,      
    input logic NbarT,                           
    output logic [ADDR_WIDTH-1:0] mem_addr,      
    output logic [DATA_WIDTH-1:0] mem_data       
);
assign mem_addr = (NbarT == 1'b0) ? normal_addr : bist_addr;
assign mem_data = (NbarT == 1'b0) ? normal_data : bist_data;
endmodule
module bist_sram
(
    input logic [5:0] ramaddr,
    input logic [7:0] ramin,
    input logic we, clk,
    output logic [7:0] ramout
);
    logic [7:0] ram[63:0];
    logic [7:0] addr_reg;
    always_ff @(posedge clk)
    begin
        if (we)
            ram[ramaddr] <= ramin;
        addr_reg <= ramaddr;
    end
    assign ramout = ram[addr_reg];
endmodule

===== /design/flow/run.sh =====
#!/bin/bash
# OpenROAD 26Q1-2900-gdf79404cd8, Yosys 0.63+post, stock flow scripts
make -C /OpenROAD-flow-scripts/flow DESIGN_CONFIG=/design/flow/config.mk WORK_HOME=/design/flow/orfs finish

===== /design/flow/config.mk =====
export PLATFORM = sky130hd
export DESIGN_NAME = BIST
export DESIGN_NICKNAME = BIST
export VERILOG_FILES = /design/flow/design.v
export SDC_FILE = /design/flow/constraint.sdc
export NUM_CORES = 4
export LEC_CHECK = 1
export CORE_UTILIZATION = 50

===== /design/flow/constraint.sdc =====
current_design BIST

set clk_period 12.8
set clk_io_pct 0.2

create_clock -name clk0 -period $clk_period [get_ports {clk}]

set non_clock_inputs [all_inputs -no_clocks]
set_input_delay [expr $clk_period * $clk_io_pct] -clock clk0 $non_clock_inputs
set_output_delay [expr $clk_period * $clk_io_pct] -clock clk0 [all_outputs]

==> flow_metrics.env <==
# implementation run metrics
export IMPL_hold_path_depth=2
export IMPL_register_area_mm2=0.0159
export IMPL_cp_cell_sequence="buf_4 -> buf_4 -> mux4_2 -> mux4_2 -> mux4_2 -> clkdlybuf4s50_1"
export IMPL_ctsLongestPathBuffers=3
export IMPL_hold_class="reg -> reg"
export IMPL_pwr_density_cell_mw_per_mm2=150
export IMPL_power_leakage_nw=7.48
export IMPL_ant_nets=0
export IMPL_synth_seq_share_pct=75.6
export IMPL_synth_area_mm2=0.0210
export IMPL_path_max_fanout=31
export IMPL_die_height_um=207
export IMPL_grt_pass1_wl_um=70700
export IMPL_grt_pass1_vias=10900
export IMPL_hold_end="CNTRL.bist_done"
export IMPL_layout_setup_ws_ps=5720
export IMPL_cts_tree="yes"
export IMPL_slowest_delay_ps=640
export IMPL_status="complete, no violations"
export IMPL_max_cap_violations=0
export IMPL_yosysTopAreaCellShare_pct=73.2
export IMPL_numCtsBuffers=54
export IMPL_critPathKind="reg -> out"
export IMPL_vias=10100
export IMPL_root_buffer="clkbuf_16"
export IMPL_ff_type="edfxtp_1"
export IMPL_edf_count=512
export IMPL_ys_ff=538
export IMPL_cts_hold_buf=0
export IMPL_yosysMostFrequentCell="edfxtp_1"
export IMPL_power_internal_mw=2.83
export IMPL_ys_warn_count=32
export IMPL_drcViolationCount=0
export IMPL_grt_remaining_overflow=0
export IMPL_arrival_ps=4520
export IMPL_portBuffers=27
export IMPL_irDropWorstVdd_uv=93.2
export IMPL_n_fill_cell=3015
export IMPL_startpoint_type="flop"
export IMPL_multiInputGateArea_mm2=0.00481
export IMPL_synth_chip_area_mm2=0.0210
export IMPL_setup_tns_final_ps=0
export IMPL_gp_congestion=0.854
export IMPL_tool_warnings=28
export IMPL_syn2layout_area_growth_pct=12.8
export IMPL_detailed_place_hpwl_um=28100
export IMPL_yosysUniqueCellTypes=43
export IMPL_use_met1_pct=39.1
export IMPL_fp_dieW_um=207
export IMPL_critPathMostFrequentCell="mux4_2"
export IMPL_use_met3_pct=16.8
export IMPL_grt_usage_pct=25.7
export IMPL_ys_cells=1010
export IMPL_finClkSkew_ps=8.67
export IMPL_antenna_cells=0
export IMPL_grt_max_degree=65
export IMPL_routed_wl_um=47000
export IMPL_clock_fmax_mhz=141
export IMPL_max_slew_margin_rel_pct=29.6
export IMPL_reg2reg_slack_ps=9060
export IMPL_worst_r2r_cell_count=8
export IMPL_cts_resized_gates=0
export IMPL_cp_end_kind="output pin"
export IMPL_hold_violations=0
export IMPL_place_ws_ps=6260
export IMPL_clock_power_share_pct=40.2
export IMPL_htree_levels=2
export IMPL_antenna_found_initial=1
export IMPL_firstDrtPassIters=5
export IMPL_worstPathRequired_ps=10240
export IMPL_drtIter0Drc=711
export IMPL_p_total_mw=3.56
export IMPL_period_used_pct=55.3
export IMPL_cts_sinks=538
export IMPL_maxSlewViolCount=0
export IMPL_top_cells_by_area="edfxtp_1 (73%), mux4_2 (16%), dfxtp_1 (2.5%)"
export IMPL_clkTransAtPathRegs_ps=60
export IMPL_synthTopCellsByCount="edfxtp_1 (512), mux4_2 (149), nor2_1 (82)"
export IMPL_wl_per_cell_um=28.0
export IMPL_use_met2_pct=35.2
export IMPL_gr_max_usage_layer="met1"
export IMPL_rsz0062_at_grt="no"
export IMPL_synth_cells=1010
export IMPL_reg2reg_to="CNTRL.bist_result"
export IMPL_period_needed_ps=7080
export IMPL_path_delay_family="multiplexers"
export IMPL_postSynth_asyncResetShare_pct=0
export IMPL_post_cts_buffers=0
export IMPL_floorplan_core_util_pct=51.1
export IMPL_vias_per_cell=6.03
export IMPL_p_comb_share_pct=5.0
export IMPL_slowest_stage="buf_4"
export IMPL_die_area_mm2=0.0429
export IMPL_tightest_slew_ps=1050
export IMPL_layout_drive_gt1_share_pct=25.6
export IMPL_syn_mean_instance_area_um2=20.8
export IMPL_ioPinCount=29
export IMPL_critPathBufInv=3
export IMPL_clkLatencyLatePin_ps=590
export IMPL_yosys_area_top_type="edfxtp_1"
export IMPL_rows=74
export IMPL_setup_viol=0
export IMPL_hp_start="CNTRL.bist_done"
export IMPL_coreArea_mm2=0.0411
export IMPL_power_switching_mw=0.732
export IMPL_power_share_sequential_pct=54.8
export IMPL_p_sw_share_pct=20.6
## state kept, by name (all words and copies together), names as in the netlist, named ones only
name	count
MEM.ram	512
CNTRL.bist_done	1
CNTRL.count	8
CNTRL.state	3
CNTRL.pattern	6
CNTRL.bist_result	1
CNTRL.direction	1
## metal layers
metal	vias to the layer above	share of wire (%)
li1	4383	-
met1	5103	35
met2	558	47
met3	73	15
met4	0	3.1
met5	-	0
## tightest hold or removal path, delay by kind of cell, from the launching register on
family | cells | cell delay [ps]
simple gates | 1 | 70
compound gates | 1 | 40
flops | 1 | 330
## per-stage QoR
step	util [%]	hold WS (ps)	area (um^2)	instances
floorplan	-	413	21000	1010
global placement	53.8	467	22100	1580
detailed placement	53.8	472	22100	1580
CTS	57.7	487	23700	1678
global route	57.7	508	23700	1678
finish	57.7	482	23700	1678
## worst max-delay path by stage
stage                 startpoint          to  slack [ps]  cells past startpoint
after CTS                   flop  dataout[7]        5600                      6
after global routing        flop  dataout[0]        5430                      8
final                       flop  dataout[7]        5720                      6
## power groups by stage
stage	clock network [mW]	logic, mW	registers [mW]
after CTS	1.46	0.181	1.95
after global routing	1.53	0.192	1.95
final	1.43	0.177	1.95
## final cells by class
type | instances | area share [%]
clock inverters | 21 | 0.480
clock buffers | 77 | 6.20
flip-flops and latches | 538 | 67.1
inverters | 5 | 0.0792
repair buffers | 92 | 3.03
well taps | 532 | 2.81
multi-input cells | 413 | 20.3
## placed cells by master (no fill, tap or decap), drive strengths merged, types with 13 or more instances in the layout
cell type and count:
edfxtp 512, a22oi 14, nand2 21, o21ai 13
buf 73, a21oi 17, clkdlybuf4s50 19, nor3 20
clkbuf 77, nor2 82, mux4 149, dfxtp 26
clkinv 19
## cells by family after synthesis
group                    Yosys count  synth area share [%]
multiplexers                     160                  16.5
buffers and inverters             59                  1.47
other                              1                0.0178
adder cells (fa/ha/maj)            4                 0.238
AND-OR/OR-AND                     65                  1.99
flip-flops                       538                  75.6
AND/OR/NAND/NOR                  183                  4.16
Power and IR drop assume default switching activity.
